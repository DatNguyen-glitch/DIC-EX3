[/design/flow/constraint.sdc]
current_design Conv_unit

set clk_period 38.3
set clk_io_pct 0.2

create_clock -name clk0 -period $clk_period

set non_clock_inputs [all_inputs -no_clocks]
set_input_delay [expr $clk_period * $clk_io_pct] -clock clk0 $non_clock_inputs
set_output_delay [expr $clk_period * $clk_io_pct] -clock clk0 [all_outputs]
[/design/flow/design.v]
module Conv_unit(
input wire [15:0] data0,
input wire [15:0] data1,
input wire [15:0] data2,
input wire [15:0] data3,
input wire [15:0] data4,
input wire [15:0] data5,
input wire [15:0] data6,
input wire [15:0] data7,
input wire [15:0] data8,
input wire [15:0] weight0,
input wire [15:0] weight1,
input wire [15:0] weight2,
input wire [15:0] weight3,
input wire [15:0] weight4,
input wire [15:0] weight5,
input wire [15:0] weight6,
input wire [15:0] weight7,
input wire [15:0] weight8,
output wire [35:0] sum_final
);
wire [31:0] product [0:8];
wire [35:0] sum_level_1 [0:3];
wire [35:0] sum_level_2 [0:1];
wire [35:0] sum_level_3;
wire [15:0] data [0:8];
wire [15:0] weight [0:8];
	assign product[0] = weight0 * data0;
	assign product[1] = weight1 * data1;
	assign product[2] = weight2 * data2;
	assign product[3] = weight3 * data3;
	assign product[4] = weight4 * data4;
	assign product[5] = weight5 * data5;
	assign product[6] = weight6 * data6;
	assign product[7] = weight7 * data7;
	assign product[8] = weight8 * data8;
	assign sum_level_1[0] = product[0] + product[1];
	assign sum_level_1[1] = product[2] + product[3];
	assign sum_level_1[2] = product[4] + product[5];
	assign sum_level_1[3] = product[6] + product[7];
	assign sum_level_2[0] = sum_level_1[0] + sum_level_1[1];
	assign sum_level_2[1] = sum_level_1[2] + sum_level_1[3];
	assign sum_level_3 = sum_level_2[0] + sum_level_2[1];
	assign sum_final = product[8] + sum_level_3;
endmodule
[/design/flow/run.sh]
#!/bin/bash
# OpenROAD 26Q1-2900-gdf79404cd8, Yosys 0.63+post, stock flow scripts
make -C /OpenROAD-flow-scripts/flow DESIGN_CONFIG=/design/flow/config.mk WORK_HOME=/design/flow/orfs finish
[/design/flow/config.mk]
export PLATFORM = sky130hd
export DESIGN_NAME = Conv_unit
export DESIGN_NICKNAME = Conv_unit
export VERILOG_FILES = /design/flow/design.v
export SDC_FILE = /design/flow/constraint.sdc
export NUM_CORES = 4
export LEC_CHECK = 1
export CORE_UTILIZATION = 30
==> metrics.cfg <==
[setup_path]
critical_path.endpoint_type = output port
worst_path_most_repeated_cell = fa_1
critPathSlowestCell = a2111oi_0
critPathMaxStageDelay_ps = 770
cp-start-kind = input pin
arrival_ps = 21620
critPathMaxFanout = 16
crit_type = input pin to output port
required_ps = 30640

[global_route]
grt_pass1_wl_mm = 361
grt.busiest_layer = met2
use_met1_pct = 25.4
antenna_found_initial = 32
overflow = 0
use_met2_pct = 26.6
grt_util_met3_pct = 10.3
grt_usage_pct = 18.4
grt_pass1_vias = 60900
grt_max_degree = 17

[final_layout]
area_growth_pct = 9.61
flop_area_sq_um = 0
nClkBuffers = 0
seq_cell_count = 0
fill_cells = 27300
final_area_sq_um = 88000
drive_gt1_share_pct = 1.87

[die]
die_h_um = 519
fp-row-count = 189
die_area_sq_um = 270000
io_pins = 324
initCoreUtil_pct = 30.2
core_sq_um = 266000
dieWidth_um = 519

[yosys]
synth_cell_types = 68
yosys.area_share.aoi_pct = 2.45
synth.avg_cell_area_sq_um = 9.17
netlist_logic_family_top = adder cells
ys_area_sq_um = 80300
yosys.area_share.adder_pct = 67.8
yosys_warnings = 1
ys_seq_share_pct = 0
top_area_cell = fa_1
yosys.area.top_type_share_pct = 54.5
area_leaders = fa_1 (54%), ha_1 (13%), inv_1 (12%)
most_common_cell = inv_1
mux_area_share_pct = 0.0514
syn_inst = 8751
synth_area_sq_um = 80300
yosys.area_share.simple_pct = 15.6
synthTopCellsByCount = inv_1 (2496), fa_1 (2185), nand2_1 (1247)
yosys-stat-cells = 8751
xor_area_share_pct = 1.01

[placed_design]
placed_cell_area_sq_um = 88000
dp_slack_ps = 8960
gp_routability_congestion = 0.975
dpl.hpwl_mm = 201
port_buffers = 324

[hold_path]
worstHoldStart = weight8[0]
holdCritPathClass = input pin to output port
holdPathStages = 6
holdPathEnd = sum_final[0]

[final_timing]
report.final.slew_viol_count = 0
setup_slack_ps = 9020
setup_viol = 0
tns_ps = 0
timing.hold.ws_ps = 16630
rsz0062_at_grt = false
clock.fmax_mhz = 34.2
min_period_ps = 29280
tightest_slew_ps = 862
fin_crit_sh_pct = 76.4
hold_viol = 0
slew_headroom_pct = 41.0

[clock_tree]
post_cts_buffers = 0
cts_hold_buffers = 0
cts_resized = 0

[drt]
wl_mm = 225
vias = 55200
vias_per_cell = 4.43
drt.antenna.violating_nets = 0
firstDrtPassIters = 6
wl_per_cell_um = 18.1
drc = 0
drt_iter0_markers = 1805

[flow_run]
warning_count = 74
max_cap_viol_count = 0

[status]
outcome = finished clean

==> layer usage <==
metal | share of wire [%] | vias to the layer above
met1 | 42 | 27800
met2 | 43 | 1908
met3 | 13 | 209
met5 | 0.19 | -
li1 | - | 25200
met4 | 1.6 | 50
==> how the worst max path moves through the flow <==
stage,cells after the start,from,slack (ps),endpoint
CTS,42,weight3[7],8890,sum_final[33]
global route,42,weight2[5],8160,sum_final[29]
finish,42,data2[3],9020,sum_final[33]
==> final cells by class <==
| class | instances | area (sq um) | share of cell area, % |
|---|---|---|---|
| tap | 3533 | 4420 | 5.02 |
| multi-input combinational | 5948 | 69800 | 79.3 |
| antenna | 6 | 15.0 | 0.0171 |
| timing repair buffer | 482 | 4430 | 5.03 |
| inverter | 2496 | 9370 | 10.6 |
==> stage by stage <==
stage / instances / util (%)
global placement: 12500 / 33.1
finish: 12500 / 33.1
detailed placement: 12500 / 33.1
global route: 12500 / 33.1
floorplan: 8751 / -
CTS: 12500 / 33.1
==> critical path, delay by kind of cell <==
| family | cells | cell delay (ps) |
|---|---|---|
| compound gates | 7 | 1830 |
| simple gates | 6 | 1190 |
| buf+inv | 10 | 1790 |
| xor+xnor | 2 | 790 |
| fa+ha+maj | 17 | 8380 |
==> cell usage in the layout, fill, tap and decap left out, drive strengths merged, types with 12 or more instances in the layout <==
cell type and instances:
nand2 1247, a21o 57, inv 2496, nand2b 12
fa 2185, nor3 15, nand3 18, and3 14
clkdlybuf4s50 324, and2 1122, buf 158, a21oi 87
nor2b 15, ha 853, nand4 15, xor2 28
o21bai 13, xnor2 65, nor2 44, o21ai 49
==> cell families (layout without fill, tap and decap cells) <==
logic type | after synthesis | in the layout
and+or+nand+nor | 2520 | 2520
xor gates and xnor gates | 93 | 93
buffers and inverters | 2803 | 2978
AOI/OAI and AO/OA | 293 | 293
adders and majority gates | 3038 | 3038
muxes | 4 | 4
other | 0 | 6
