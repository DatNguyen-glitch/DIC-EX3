==> design.v <==
module max_pooling (
    input [35:0] conv_val0,
    input [35:0] conv_val1,
    input [35:0] conv_val2,
    input [35:0] conv_val3,
    output [35:0] max_val
);
	wire [35:0] max_br1;
	wire [35:0] max_br2;
    assign max_br1 = (conv_val0 > conv_val1) ? conv_val0 : conv_val1;
    assign max_br2 = (conv_val2 > conv_val3) ? conv_val2 : conv_val3;
    assign max_val = (max_br1 > max_br2) ? max_br1 : max_br2;
endmodule
==> run.sh <==
#!/bin/bash
# OpenROAD 26Q1-2900-gdf79404cd8, Yosys 0.63+post, stock flow scripts
make -C /OpenROAD-flow-scripts/flow DESIGN_CONFIG=/design/flow/config.mk WORK_HOME=/design/flow/orfs finish
==> config.mk <==
export PLATFORM = sky130hd
export DESIGN_NAME = max_pooling
export DESIGN_NICKNAME = max_pooling
export VERILOG_FILES = /design/flow/design.v
export SDC_FILE = /design/flow/constraint.sdc
export NUM_CORES = 4
export LEC_CHECK = 1
export CORE_UTILIZATION = 30
==> constraint.sdc <==
current_design max_pooling

set clk_period 18.0
set clk_io_pct 0.2

create_clock -name clk0 -period $clk_period

set non_clock_inputs [all_inputs -no_clocks]
set_input_delay [expr $clk_period * $clk_io_pct] -clock clk0 $non_clock_inputs
set_output_delay [expr $clk_period * $clk_io_pct] -clock clk0 [all_outputs]
==> job_summary.md <==
### Flow metrics

| Metric | Value |
|---|---|
| FF+latch area | 0 um2 |
| WL final | 13.1 mm |
| Worst Max-Slew Pin Slew | 844 ps |
| ANT nets after route | 0 |
| Total of max-cap violations | 0 |
| Synth cell count leaders | inv_1, ha_1, mux2i_1 |
| # DRC | 0 |
| Final core occ | between 40 and 50% |
| Most common cell in the synthesized netlist | inv_1 |
| Placer congestion estimate | 0.927 |
| First-pass GRT wire length | 20.1 mm |
| Slew Viols, Final | 0 |
| Grt total ovfl | 0 |
| Post-DR wirelength/cell | 15.4 um |
| DRT iter0 DRCs | 175 |
| Top-area cell type share of the netlist area | 34.5% |
| Power per cell area | between 30 and 40 mW/mm2 |
| Share of layout cells above drive strength 1 | 1.03% |
| Crit Path Class | in2out |
| Unrepaired setup endpoints after global routing | false |
| Die H | ~120 um |
| Tmin final | 13570 ps |
| Flop count | 0 |
| IO buf count | 180 |
| Hold path startpoint | conv_val1[11] |
| Hold path depth | 4 |
| Setup WS post-layout | 4430 ps |
| Data arrival, critical path | 9970 ps |
| Hpwl dp | 12.0 mm |
| Filler cell count | roughly 1200 |
| Fmax | between 0.07 and 0.08 GHz |
| Crit-path max FO | 22 |
| Hold endpoint | max_val[11] |
| Antenna Cells | 0 |
| Power Total | 0.230 mW |
| Rows | 41 |
| Area Growth Syn to Fin | 50.2% |
| Number of cells in Yosys stat | 507 |
| Final setup viols | 0 |
| Yosys Warn Count | 0 |
| Slew margin rel. | roughly 44% |
| Log Warnings | 32 |
| Yosys stat chip area | 0.00391 mm2 |
| Clock buffers | 0 |
| Core area | 0.0127 mm2 |
| Worst EP required | approximately 14000 ps |
| Lkg Pwr | 3.07 nW |
| Die Span X | roughly 120 um |
| Pre-CTS setup slack | 4430 ps |
| Setup crit end kind | primary output |
| Largest net degree at the start of global routing | 23 |
| FP Core Util | 30.9% |
| Post-Syn Area | 0.00391 mm2 |
| Cells after synthesis | just over 500 |
| Cell area after layout | 0.00588 mm2 |
| Fin cells | 850 |
| Seq share, synth | 0% |
| Path type of the worst min-delay path | in2out |
| Peak supply drop | 0.0317 mV |
| Vias in the first global route | 4132 |
| Drt pass-1 iters | 5 |
| Run status | finished clean |
| Setup tns final | 0 ps |
| Top cells by area, synth | ha_1, mux2i_1, inv_1 |
| Distinct lib cells | 31 |
| CTS Hold Buffers Added | 0 |
| Final hold violation count | 0 |
| Setup crit start kind | input pin |
| IO Pins | between 150 and 200 |
| Syn_area_per_cell | just under 8 um2 |
| Min Hold Slack | 8310 ps |
| Dpl cell area | 0.00588 mm2 |
| Total track usage | a little under 20% |
| Initial antenna violation count | 0 |
| Tcrit/Tclk final | 75.4% |
| Die Size | 0.0135 mm2 |
| Setup Buffers After CTS | 0 |
| Post-synth top area cell | ha_1 |
| Post-CTS resize count | 0 |
| Vias per cell | 4.84 |
| Placed instance count | between 800 and 900 |
| Vias | between 4000 and 5000 |
## where the power goes
part	switching (mW)	internal [mW]
clock network	0	0
logic	0.101	0.129
registers	0	0
## metal layers
| metal | GRT usage, % | vias up | part of all wire, % |
|---|---|---|---|
| met1 | 26.7 | 1776 | 47 |
| met5 | 0 | - | 0 |
| li1 | - | 2169 | - |
| met4 | 1.97 | 0 | 1.1 |
| met3 | 1.16 | 15 | 5.8 |
| met2 | 34.5 | 155 | 46 |
## cells by family after synthesis
| kind of cell | after synthesis | share of synthesized area, % |
|---|---|---|
| AND/OR/NAND/NOR | 80 | 10.6 |
| buffers and inverters | 124 | 13.6 |
| adder cells (fa/ha/maj) | 108 | 34.5 |
| AND-OR/OR-AND | 87 | 13.7 |
| multiplexers | 108 | 27.6 |
## cell usage in the layout, fill, tap and decap left out
cell             Yosys  final
clkdlybuf4s50_1      0    180
inv_1              112    112
mux2i_1            108    108
ha_1               108    108
a21oi_1             37     36
nand4_1             22     22
nand2_1             21     21
o21ai_0             14     13
nand3_1             12     12
nor2_1               9      9
a21o_1               9      9
nor3_1               6      6
o211ai_1             5      5
nor4_1               4      4
a221oi_1             4      4
a211oi_1             4      4
o21a_1               3      3
buf_4                0      3
a2bb2oi_1            2      2
o22ai_1              3      2
nor2b_1              2      2
a2111oi_0            2      2
and4_1               1      1
nand4_2              1      1
a41oi_1              1      1
or4_1                1      1
or3_1                1      1
o22ai_4              0      1
o311a_1              1      1
o21ai_4              0      1
o31ai_1              1      1
a31oi_1              1      1
a21oi_4              0      1
## layout make-up
cell class / instances / area (um2) / share of cell area, %
inverter: 112 / 420 / 7.16
multi-input combinational: 383 / 3420 / 58.1
tap: 172 / 215 / 3.66
timing repair buffer: 183 / 1820 / 31.0
## worst max-delay path: stages
cell	delay [ps]
clkdlybuf4s50_1	510
inv_1	60
ha_1	280
nand4_1	190
nor3_1	80
a221oi_1	430
nand3_1	210
o21ai_4	550
buf_4	460
mux2i_1	360
ha_1	310
a21oi_1	140
nor2_1	50
a2111oi_0	360
o31ai_1	180
a2111oi_0	720
a21oi_4	380
buf_4	340
mux2i_1	220
clkdlybuf4s50_1	500
## worst max-delay path by stage
stage                    startpoint           to  slack [ps]  cells after the start
after CTS             conv_val3[34]  max_val[29]        4430                     20
final                 conv_val3[33]  max_val[35]        4430                     20
after global routing  conv_val3[34]  max_val[20]        4050                     20
Power figures rest on the tool's default switching activity, not on a simulated workload.
